[flow/config.mk]
export PLATFORM = sky130hd
export DESIGN_NAME = LSR
export DESIGN_NICKNAME = LSR
export VERILOG_FILES = /design/flow/design.v
export SDC_FILE = /design/flow/constraint.sdc
export NUM_CORES = 4
export LEC_CHECK = 1
export CORE_AREA = 10 10 70 70
export DIE_AREA = 0 0 80 80
export SYNTH_HDL_FRONTEND = slang
[flow/constraint.sdc]
current_design LSR

set clk_period 1.2
set clk_io_pct 0.2

create_clock -name clk0 -period $clk_period [get_ports {clk}]

set non_clock_inputs [all_inputs -no_clocks]
set_input_delay [expr $clk_period * $clk_io_pct] -clock clk0 $non_clock_inputs
set_output_delay [expr $clk_period * $clk_io_pct] -clock clk0 [all_outputs]
[flow/design.v]
module LSR #(
  parameter WIDTH = 8,
  parameter RST_VALUE = 0,
  parameter PARALLEL_INPUT = 0,
  parameter PARALLEL_OUTPUT = 0,
  parameter SHIFT_AMOUNT = 1
) (
  input clk,
  input rst,
  input [(WIDTH-1)*PARALLEL_INPUT:0] in_DATA,
  input in_SHIFT,
  input in_LOAD,
  output [(WIDTH-1)*PARALLEL_OUTPUT:0] out_DATA
);
  reg [WIDTH-1:0] reg_STORED;
  generate
    if (PARALLEL_OUTPUT) assign out_DATA = reg_STORED;
    else assign out_DATA = reg_STORED[WIDTH-1];
  endgenerate
  always @(negedge clk ) begin
    if (rst) reg_STORED = RST_VALUE;
    else if (in_SHIFT) reg_STORED = reg_STORED << SHIFT_AMOUNT;
    else if (PARALLEL_INPUT & in_LOAD) reg_STORED = in_DATA;
    else if (!PARALLEL_INPUT & in_LOAD) reg_STORED[0] = in_DATA;
    else reg_STORED = reg_STORED;
  end
endmodule
[flow/run.sh]
#!/bin/bash
# OpenROAD 26Q1-2900-gdf79404cd8, Yosys 0.63+post, stock flow scripts
make -C /OpenROAD-flow-scripts/flow DESIGN_CONFIG=/design/flow/config.mk WORK_HOME=/design/flow/orfs finish
==> changes_impl.md <==
### Physical design

- # IOs: 6
- Register-to-Register Path Depth: 3
- Overflow after GRT: 0
- Worst Slack Setup Final: -0.348 ns
- Critical Path Source: reg_STORED[7]
- Final Power: 599 uW
- Sw frac: 0.272
- Placed cells: 77
- Data required time of the critical path: 0.96 ns
- Largest net degree at the start of global routing: 9
- Stages on the worst setup path: 1
- Die X: 80 um
- Storage cell area: 161 um^2
- Slew HR: 0.820
- Min-delay worst type: reg2reg
- DR vias: 217
- Fin area: 438 um^2
- Vias/cell: 2.47
- Initial core utilization: 0.0853
- CP arrival: 1.31 ns
- Gr usage total: 0.0193
- CTS Root Cell: clkbuf_4
- Fill count: 395
- Synthesis-to-layout area growth: 50.2%
- Die area: 6400 um^2
- Syn Inst Count: 27
- Outcome: finished, violations left
- Switching pwr: 163 uW
- Skew final: 0.00899 ns
- Max clock buf depth: 2
- Leakage Power: 0.000215 uW
- Core ar.: 3420 um^2
- Rows: 21
- Slowest CP cell: dfxtp_2
- Remaining DRCs: 0
- YS chip area: 292 um^2
- Final core utilization: 0.128
- Clock H-tree levels: 1
- Crit path to: out_DATA
- Worst slew pin tran: 0.270 ns
- Critical path peak fanout: 2
- Post-DR wirelength/cell: 5.84 um
- Final Non-Filler Cells: 88
- Initial antenna violation count: 0
- Largest stage delay on the critical path: 0.30 ns
- Clk sinks: 8
- Pre-Repair DR Iteration Count: 2
- Max reg flops: 8
- Critical path's top delay family: flip-flops
- Final Setup Violations: 1
- Placer Congestion: 0.725
- Ys Warns: 0
- Final Hold Vio Count: 0
- Clk pin slew, worst setup/hold paths: 0.03 ns
- Worst R2R Setup Slack: 0.50 ns
- Critical path type: reg2out
- Clock Latency Late Sink: 0.32 ns
- Yosys reg bits: 8
- Drt total wl: 514 um
- Cell Area, Synth: 292 um^2
- # hold bufs at CTS: 0
- Layout cells sized above 1: 0.190
- Synthesized area per cell: 10.8 um^2
- RSZ-0062 raised after global routing: true
- Clock power share: 0.499
- 1st-iter DRT viols: 14
- Comb power frac: 0.048
- CP Launch Type: flop
- Violated checks: negative setup slack
- Final Slew Violations: 0
- Yosys stat cell total: 27
- Max-cap violations: 0
- Sequential share of power: 0.453
- Comb area: 111 um^2
- Tool Warnings: 36
- CTS Buf Count: 3
- Setup crit end kind: primary output
- Pwr/cell area: 1370 nW/um^2
- CTS tree: yes
- First-pass GRT wire length: 917 um
- Int Power: 437 uW
- Reg2Reg Launch Point: reg_STORED[7]
- Port bufs: 5
- Crit path cell chain: buf_2
- FF-to-FF End: reg_STORED[7]
- Setup TNS: -0.348 ns
- Diodes inserted: 0
- Max IR drop VDD: 265 uV
- Die H: 80 um
- Cell variety after synth: 7
- Post-synthesis sequential area ratio: 0.549
- Antenna viol nets, final: 0
- Placement Cell Area: 390 um^2
- Vias in the first global route: 237
- Crit path buffers/inverters: 1
## power groups by stage
stage / combinational, uW / sequential (uW) / clock, uW
6_report: 29.0 / 271 / 299
4_1_cts: 29.4 / 271 / 315
5_1_grt: 31.8 / 271 / 360
## repair_timing
action | 4_1_cts | 5_1_grt
pin swaps | 1 | 0
setup endpoints to repair | 9 | 1
resized | 12 | 0
setup buffers | 1 | 0
## cells by family (layout without fill, tap and decap cells)
family | count (synthesis) | count (layout) | share of synthesized area
buffers and inverters | 3 | 18 | 0.0686
AND/OR/NAND/NOR | 8 | 8 | 0.107
multiplexers | 8 | 8 | 0.275
flip-flops | 8 | 8 | 0.549
## routing by layer
layer,wire length (um),GRT usage,vias to the layer above
li1,-,-,117
met5,0,0,-
met4,0,0.0123,0
met2,184,0.0185,8
met1,222,0.0174,92
met3,107,0.0307,0
## worst min-delay path, cell delays in order, from the launching register on
cell and delay, ns:
dfxtp_1 0.31, mux2i_1 0.06, nor2_1 0.07
## layout by cell type (no fill, tap or decap), types with 2 or more instances in the layout
cell	Yosys	routed
buf_2	1	2
dfxtp_1	8	7
mux2i_1	8	8
clkbuf_4	0	3
inv_1	1	8
dlygate4sd2_1	0	3
nor2_1	7	7
## worst min-delay path by stage
stage               end  slack (ns)           from  cells after the start
4_1_cts   reg_STORED[6]        0.49  reg_STORED[5]                      2
5_1_grt   reg_STORED[5]        0.52  reg_STORED[5]                      2
6_report  reg_STORED[2]        0.49  reg_STORED[2]                      2
## synthesized netlist by cell type (all sizes together)
cell / number / area share
buf: 2 / 0.056
dfxtp: 8 / 0.55
inv: 1 / 0.013
mux2i: 8 / 0.27
nor2: 7 / 0.090
nor3: 1 / 0.017
## through the flow
stage / worst slack (ns) / hold slack [ns]
after CTS: -0.364 / 0.489
after detailed placement: -0.662 / 0.485
after global routing: -0.391 / 0.521
after floorplan: -0.0612 / 0.437
final: -0.348 / 0.486
after global placement: -0.644 / 0.471
## area by class of cell
type                       instances  share of cell area
clock inverter                     8              0.0686
multi-input combinational         16               0.254
sequential                         8               0.369
timing repair buffer               7               0.126
clock buffer                       3              0.0514
tap                               46               0.131
Power is estimated from default activity; no workload was simulated.
