--- flow/run.sh ---
#!/bin/bash
# OpenROAD 26Q1-2900-gdf79404cd8, Yosys 0.63+post, stock flow scripts
make -C /OpenROAD-flow-scripts/flow DESIGN_CONFIG=/design/flow/config.mk WORK_HOME=/design/flow/orfs finish
--- flow/config.mk ---
export PLATFORM = sky130hd
export DESIGN_NAME = BCD2BIN
export DESIGN_NICKNAME = BCD2BIN
export VERILOG_FILES = /design/flow/design.v
export SDC_FILE = /design/flow/constraint.sdc
export NUM_CORES = 4
export LEC_CHECK = 1
export CORE_AREA = 10 10 98 98
export DIE_AREA = 0 0 108 108
export SYNTH_HDL_FRONTEND = slang
--- flow/constraint.sdc ---
current_design BCD2BIN

set clk_period 4.2
set clk_io_pct 0.2

create_clock -name clk0 -period $clk_period [get_ports {clk}]

set non_clock_inputs [all_inputs -no_clocks]
set_input_delay [expr $clk_period * $clk_io_pct] -clock clk0 $non_clock_inputs
set_output_delay [expr $clk_period * $clk_io_pct] -clock clk0 [all_outputs]
--- flow/design.v ---
module BCD2BIN (
    input clk,
    input rst,
    input [3:0] in_DEC,
    input [3:0] in_UND,
    input in_INIT,
    output [7:0] out_BIN,
    output out_DONE
);
  wire w_RST, w_SHIFT, w_LOAD, w_LESS, w_K;
  wire [3:0] w_UND;
  wire [3:0] w_mux_n, w_sum_und, w_mux_und;
  multiplexor2x1 #(
      .IN_WIDTH(4)
  ) u_mux_und (
      .IN1    (w_sum_und),
      .IN0    (in_UND),
      .SELECT (w_LOAD),
      .MUX_OUT(w_mux_und)
  );
  multiplexor2x1 #(
      .IN_WIDTH(4)
  ) u_mux_n (
      .IN1    (4'd3),
      .IN0    (4'd4),
      .SELECT (w_LOAD),
      .MUX_OUT(w_mux_n)
  );
  sumador #(
      .N_BITS(4),
      .CP2(1)
  ) u_sumador (
      .A      (w_UND),
      .B      (w_mux_n),
      .out_SUM(w_sum_und)
  );
  control_BCD2BIN u_control_BCD2BIN (
      .clk      (clk),
      .rst      (rst),
      .in_init  (in_INIT),
      .in_K     (w_K),
      .in_UND   (w_sum_und),
      .out_RST  (w_RST),
      .out_LOAD (w_LOAD),
      .out_SHIFT(w_SHIFT),
      .out_LESS (w_LESS),
      .out_DONE (out_DONE)
  );
  acumulador_restando #(
      .REG_WIDTH(3)
  ) u_acumulador_restando (
      .rst  (w_RST),
      .clk  (clk),
      .less (w_LESS),
      .out_K(w_K)
  );
  rsr_DEC_UND_BIN u_rsr_DEC_UND_BIN (
      .clk        (clk),
      .rst        (w_RST),
      .in_DEC     (in_DEC),
      .in_UND     (w_mux_und),
      .in_SHIFT   (w_SHIFT),
      .in_LOAD_UND(w_LOAD),
      .out_UND    (w_UND),
      .out_BIN    (out_BIN)
  );
endmodule
module control_BCD2BIN (
    input clk,
    input rst,
    input in_init,
    input in_K,
    input [3:0] in_UND,
    output reg out_RST,
    output reg out_LOAD,
    output reg out_SHIFT,
    output reg out_LESS,
    output reg out_DONE
);
  parameter START = 0;
  parameter SHIFT = 1;
  parameter CHECK = 2;
  parameter LOAD_UND = 3;
  parameter ITER = 4;
  parameter DONE = 5;
  reg [3:0] state;
  parameter ST_TIMER_DONE = 5'd24;
  reg [4:0] timer_done;
  always @(posedge clk) begin
    if (rst) begin
      state = START;
      timer_done = ST_TIMER_DONE;
    end else
      case (state)
        START: begin
          state = in_init ? SHIFT : START;
          timer_done = ST_TIMER_DONE;
        end
        SHIFT: state = CHECK;
        CHECK: state = in_UND[3] ? ITER : LOAD_UND;
        LOAD_UND: state = ITER;
        ITER: state = in_K ? DONE : SHIFT;
        DONE: begin
          if (timer_done == 0) begin
            state = START;
          end else begin
            timer_done = timer_done - 1;
            state = DONE;
          end
        end
        default: state = START;
      endcase
  end
  always @(*) begin
    case (state)
      START: begin
        out_RST   = 1;
        out_LOAD  = 0;
        out_SHIFT = 0;
        out_LESS  = 0;
        out_DONE  = 0;
      end
      SHIFT: begin
        out_RST   = 0;
        out_LOAD  = 0;
        out_SHIFT = 1;
        out_LESS  = 0;
        out_DONE  = 0;
      end
      CHECK: begin
        out_RST   = 0;
        out_LOAD  = 0;
        out_SHIFT = 0;
        out_LESS  = 0;
        out_DONE  = 0;
      end
      LOAD_UND: begin
        out_RST   = 0;
        out_LOAD  = 1;
        out_SHIFT = 0;
        out_LESS  = 0;
        out_DONE  = 0;
      end
      ITER: begin
        out_RST   = 0;
        out_LOAD  = 0;
        out_SHIFT = 0;
        out_LESS  = 1;
        out_DONE  = 0;
      end
      DONE: begin
        out_RST   = 0;
        out_LOAD  = 0;
        out_SHIFT = 0;
        out_LESS  = 0;
        out_DONE  = 1;
      end
      default: begin
        out_RST   = 1;
        out_LOAD  = 0;
        out_SHIFT = 0;
        out_LESS  = 0;
        out_DONE  = 0;
      end
    endcase
  end
endmodule
module rsr_DEC_UND_BIN (
    input clk,
    input rst,
    input [3:0] in_DEC,
    input [3:0] in_UND,
    input in_SHIFT,
    input in_LOAD_UND,
    output reg [3:0] out_UND,
    output reg [7:0] out_BIN
);
  reg [3:0] reg_DEC;
  always @(negedge clk) begin
    if (rst) begin
      reg_DEC = in_DEC;
      out_UND = in_UND;
      out_BIN = 8'b0;
    end else if (in_SHIFT) {reg_DEC, out_UND, out_BIN} = {reg_DEC, out_UND, out_BIN} >> 1;
    else if (in_LOAD_UND) out_UND = in_UND;
    else begin
      reg_DEC = reg_DEC;
      out_UND = out_UND;
      out_BIN = out_BIN;
    end
  end
endmodule
module acumulador_restando #(
    parameter REG_WIDTH = 2,
    parameter RST_VALUE = 0,
    parameter LESS_VALUE = 1
) (
    clk,
    rst,
    less,
    out_K
);
  input rst;
  input clk;
  input less;
  output out_K;
  reg [REG_WIDTH-1:0] N;
  always @(negedge clk) begin
    if (rst) N = RST_VALUE;
    if (less) N = N - LESS_VALUE; else N = N;
  end
  assign out_K = N == 0;
endmodule
module multiplexor2x1 #(
    parameter IN_WIDTH = 1
) (
    input [IN_WIDTH-1:0] IN1,
    input [IN_WIDTH-1:0] IN0,
    input SELECT,
    output [IN_WIDTH-1:0] MUX_OUT
);
    assign MUX_OUT = SELECT ? IN1 : IN0;
endmodule
module sumador #(
    parameter N_BITS = 4,
    parameter CP2 = 0
) (
    A,
    B,
    out_SUM
);
  input [N_BITS-1:0] A;
  input [N_BITS-1:0] B;
  output [N_BITS-1:0] out_SUM;
  assign out_SUM = CP2 ? A + (~B+1) : A + B;
endmodule
==> impl_metrics.py <==
# Generated from Yosys and OpenROAD reports
metrics = {
    "outcome": {
        "status": "finished clean",
    },
    "clocking": {
        "clock_latency_ns": 0.35,
        "clk_pin_slew_worst_paths_ns": 0.04,
        "htreeDepth": 2,
        "cts_root_buf": "clkbuf_8",
        "max-clock-path-buffers": 2,
        "cts_hold_buf": 0,
        "tritoncts": "built",
        "cts_resized": 0,
        "clock-sinks": 30,
        "cts_buffers": 5,
        "cts_setup_buffers": 0,
    },
    "critical_path": {
        "critPathRequiredTime_ns": 3.36,
        "arrival_ns": 3.25,
        "cp-start-kind": "flip-flop",
        "cp_top_family": "buffers and inverters",
        "r2r-end": "u_acumulador_restando.N[2]$_DFF_N_",
        "cp.depth": 1,
        "r2r_slack_ns": 0.28,
        "path_cells": "clkdlybuf4s50_1",
        "critPathBufInv": 1,
        "critPathMaxFanout": 3,
        "cpMaxStageDelayCell": "clkdlybuf4s50_1",
        "r2r_start": "u_control_BCD2BIN.state[1]$_DFF_P_",
        "cp-end-kind": "output pin",
        "reg2regPathDepth": 6,
        "crit_type": "reg -> out",
        "max_stage_delay_ns": 0.47,
    },
    "logic_synthesis": {
        "top_area_share_pct": 32.1,
        "yosysWarningCount": 0,
        "synth_area_leader_cell": "dfxtp_1",
        "yosys-stat-area_sq_um": 1370,
        "async_reset_ff_share_pct": 0,
        "edf_count": 8,
        "synth_seq_share_pct": 49.6,
        "yosysUniqueCellTypes": 38,
        "flop_cell": "dfxtp_1",
        "synth.avg_cell_area_sq_um": 9.33,
        "yosysCellCount": 147,
        "area_leaders": "dfxtp_1 (32%), edfxtp_1 (18%), nand2_1 (8.5%)",
        "ys_ff": 30,
        "syn_area_sq_um": 1370,
        "syn_inst": 147,
    },
    "layout": {
        "layout_top_cell": "nand2_1",
        "fillers": 803,
        "syn_to_final_growth_pct": 35.0,
        "drive_gt1_share_pct": 7.98,
        "finish.utilization_pct": 24.2,
        "lay_top_cells": "nand2_1 (31), inv_1 (25), dfxtp_1 (21)",
    },
    "global_route": {
        "grt_pass1_vias": 1124,
        "grt_usage_pct": 4.95,
        "grt_max_degree": 26,
        "grt_overflow": 0,
        "grt_pass1_wl_mm": 4.88,
        "antenna_found_initial": 0,
    },
    "final_timing": {
        "relSlewSlack_pct": 66.8,
        "setup_viol": 0,
        "slew_viol_final": 0,
        "worst_slew_pin_slew_ns": 0.496,
        "clock_skew_ns": 0.0661,
        "setup_tns_ns": 0,
        "hold_viol": 0,
        "grt_setup_unrepaired": "no",
        "hold_ws_ns": 0.447,
    },
    "die": {
        "dieWidth_microns": 108,
        "initCoreUtil_pct": 17.9,
        "num_rows": 32,
        "die_h_microns": 108,
        "pin_count": 20,
        "fp.dieArea_sq_um": 11700,
        "core_area_sq_um": 7650,
    },
    "route": {
        "drc": 0,
        "ant_nets": 0,
        "met2_wirelength_mm": 1.30,
        "wl_per_cell_microns": 9.67,
        "met1_length_mm": 1.30,
        "vias_per_cell": 3.82,
        "drt_iter0_drc": 34,
        "maxUsedRoutingLayer": "met4",
        "wl_met3_microns": 134,
        "wirelength_mm": 2.80,
        "dr.pass1.iters": 4,
        "vias": 1107,
        "insertedDiodeCount": 0,
    },
    "power": {
        "powerDensity_nw_per_um2": 411,
        "p_leak_nw": 0.721,
        "vdd.ir_drop.worst_mv": 0.106,
    },
    "min_path": {
        "whs_path_depth": 2,
        "min_to": "u_rsr_DEC_UND_BIN.out_BIN[0]$_SDFFE_NP0P_",
        "hold_class": "reg -> reg",
        "hold_start": "u_rsr_DEC_UND_BIN.out_BIN[0]$_SDFFE_NP0P_",
    },
    "flow_run": {
        "warnings": 44,
        "maxCapViolCount": 0,
    },
    "placed_design": {
        "numPortBuffers": 19,
        "dpl.hpwl_mm": 2.05,
        "gp_congestion": 0.773,
    },
}
worst register-to-register path: stages, from the launching register on:
cell	delay, ns
dfxtp_1	0.38
or3_4	0.41
or3_1	0.49
nand2_2	0.14
ha_1	0.14
nand2_1	0.06
xor2_1	0.15
state kept, by name, summed over array words and instances, names as in the netlist:
| name | count |
|---|---|
| u_acumulador_restando.N | 3 |
| u_control_BCD2BIN.state | 6 |
| u_control_BCD2BIN.timer_done | 5 |
| u_rsr_DEC_UND_BIN.out_BIN | 8 |
| u_rsr_DEC_UND_BIN.out_UND | 4 |
| u_rsr_DEC_UND_BIN.reg_DEC | 4 |
per-layer routing:
metal / up-vias / track usage [%]
li1: 587 / -
met1: 498 / 6.25
met2: 18 / 7.50
met3: 4 / 1.75
met4: 0 / 2.19
met5: - / 0
Yosys cell counts, types with 2 or more instances:
master	number
dfxtp_1	22
o21ai_0	4
nor3b_1	2
mux2i_1	6
nor2_1	9
edfxtp_1	8
nand2b_1	5
nor3_1	2
nand2_1	31
ha_1	4
o21ai_1	6
clkbuf_1	3
nand4b_1	3
xnor2_1	2
inv_1	7
a21oi_1	8
or3_1	2
nor2b_1	3
stage by stage:
step           setup WS [ns]  power, mW  instance area (sq um)  cells
3_3_place_gp           0.271      0.467                   1680    265
2_1_floorplan          0.356      0.440                   1370    147
5_1_grt               0.0370      0.818                   1850    290
4_1_cts               0.0361      0.779                   1850    290
6_report               0.105      0.762                   1850    290
3_5_place_dp           0.242      0.470                   1680    265
how the worst max path moves through the flow:
stage / from / endpoint / slack [ns]
after CTS: u_rsr_DEC_UND_BIN.out_BIN[7]$_SDFFE_NP0P_ / out_BIN[7] / 0.04
after global routing: u_rsr_DEC_UND_BIN.out_BIN[7]$_SDFFE_NP0P_ / out_BIN[7] / 0.04
final: u_rsr_DEC_UND_BIN.out_BIN[7]$_SDFFE_NP0P_ / out_BIN[7] / 0.11
power by group:
part           internal (mW)  switching, mW
sequential             0.327         0.0147
combinational         0.0425         0.0509
clock                  0.174          0.152
kinds of logic after synthesis:
logic type / Yosys count / share of synthesized area (%)
AND/OR/NAND/NOR: 66 / 24.5
multiplexers: 7 / 5.20
adder cells (fa/ha/maj): 5 / 5.11
XOR/XNOR: 3 / 1.92
flip-flops: 30 / 49.6
buffers and inverters: 13 / 4.20
AND-OR/OR-AND: 23 / 9.49
layout make-up:
| cell class | instances | area [sq um] | share of cell area (%) |
|---|---|---|---|
| timing repair buffer | 22 | 213 | 11.5 |
| clock buffer | 6 | 93.8 | 5.07 |
| sequential | 30 | 682 | 36.8 |
| multi-input combinational | 104 | 633 | 34.2 |
| tap | 102 | 128 | 6.89 |
| inverter | 6 | 22.5 | 1.22 |
| clock inverter | 20 | 80.1 | 4.32 |
Power and IR drop assume default switching activity.
