## ./run.sh

```bash
#!/bin/bash
# OpenROAD 26Q1-2900-gdf79404cd8, Yosys 0.63+post, stock flow scripts
make -C /OpenROAD-flow-scripts/flow DESIGN_CONFIG=/design/flow/config.mk WORK_HOME=/design/flow/orfs finish
```

## ./config.mk

```make
export PLATFORM = sky130hd
export DESIGN_NAME = image_select
export DESIGN_NICKNAME = image_select
export VERILOG_FILES = /design/flow/design.v
export SDC_FILE = /design/flow/constraint.sdc
export NUM_CORES = 4
export LEC_CHECK = 1
export CORE_AREA = 10 10 207 207
export DIE_AREA = 0 0 217 217
export SYNTH_HDL_FRONTEND = slang
export SYNTH_MEMORY_MAX_BITS = 65536
```

## ./constraint.sdc

```tcl
current_design image_select

set clk_period 2.6
set clk_io_pct 0.2

create_clock -name clk0 -period $clk_period [get_ports {clk}]

set non_clock_inputs [all_inputs -no_clocks]
set_input_delay [expr $clk_period * $clk_io_pct] -clock clk0 $non_clock_inputs
set_output_delay [expr $clk_period * $clk_io_pct] -clock clk0 [all_outputs]
```

## ./design.v

```verilog
module multiplexor2x1 #(
    parameter IN_WIDTH = 1
) (
    input [IN_WIDTH-1:0] IN1,
    input [IN_WIDTH-1:0] IN0,
    input SELECT,
    output [IN_WIDTH-1:0] MUX_OUT
);
    assign MUX_OUT = SELECT ? IN1 : IN0;
endmodule
module MEM #(
    parameter HEX_FILE = "./test_benches/test_mem_image.hex"
) (
    input clk,
    input wr,
    input [11:0] wr_addr,
    input [7:0] in_data,
    input rd,
    input [9:0] rd_addr,
    output reg [31:0] out_data
);
  (* ram_style = "block" *)
  reg [7:0] mem[0:4095];   
  initial begin
    $readmemh(HEX_FILE, mem);
  end
  always @(negedge clk) begin
    if (wr) mem[wr_addr] <= in_data;
    if (rd) begin
      out_data[7:0]   <= mem[{rd_addr, 2'b00}];
      out_data[15:8]  <= mem[{rd_addr, 2'b01}];
      out_data[23:16] <= mem[{rd_addr, 2'b10}];
      out_data[31:24] <= mem[{rd_addr, 2'b11}];
    end
  end
endmodule
module VRAM #(
    parameter HEX_FILE = "./test_benches/test_mem_image.hex"
) (
    input clk,
    input rst,
    input wr,
    input [11:0] wr_addr,   
    input [7:0] in_data,
    input rd,
    input [5:0] rd_addr,
    output wire [511:0] out_data,
    output reg out_charged
);
  wire [4:0] w_COUNTER_V;
  wire [31:0] wire_rd_byte;
  reg reg_COUNTER_P;
  reg reg_ACC_RST;
  reg reg_inter_write;
  reg reg_inter_read;
  reg [9:0] reg_inter_read_addr;
  parameter IDLE = 0;
  parameter READING = 1;
  parameter SHIFTING = 2;
  reg [1:0] state;
  always @(posedge clk) begin
    if (rst) begin
      reg_inter_read = 0;
      reg_inter_write = 0;
      reg_inter_read_addr = 12'b0;
      reg_ACC_RST = 1;
      reg_COUNTER_P = 0;
      out_charged = 0;
      state = IDLE;
    end else begin
      reg_inter_write = wr;
      case (state)
        IDLE: begin
          if (rd) begin
            reg_inter_read = 1;
            reg_inter_read_addr = {rd_addr, w_COUNTER_V[3:0]};
            reg_ACC_RST = 0;
            reg_COUNTER_P = 0;
            out_charged = 0;
            state = READING;
          end else begin
            reg_inter_read = 0;
            reg_inter_read_addr = 12'b0;
            reg_ACC_RST = 0;
            reg_COUNTER_P = 0;
            out_charged = out_charged;
            state = IDLE;
          end
        end
        READING: begin
          if (w_COUNTER_V[4]) begin
            reg_inter_read = 0;
            reg_inter_read_addr = 12'b0;
            reg_ACC_RST = 1;
            reg_COUNTER_P = 0;
            out_charged = 1;
            state = IDLE;
          end else begin
            reg_inter_read = 0;
            reg_inter_read_addr = 12'b0;
            reg_ACC_RST = 0;
            reg_COUNTER_P = 1;
            out_charged = 0;
            state = SHIFTING;
          end
        end
        SHIFTING: begin
          reg_inter_read = 1;
          reg_inter_read_addr = {rd_addr, w_COUNTER_V[3:0]};
          reg_ACC_RST = 0;
          reg_COUNTER_P = 0;
          out_charged = 0;
          state = READING;
        end
        default: begin
          reg_inter_read = 0;
          reg_inter_read_addr = 12'b0;
          reg_ACC_RST = 1;
          reg_COUNTER_P = 0;
          out_charged = 0;
          state = IDLE;
        end
      endcase
    end
  end
  acumulador #(
      .WIDTH(5),
      .POS_EDGE(0)
  ) u_acumulador (
      .clk  (clk),
      .rst  (reg_ACC_RST),
      .plus (reg_COUNTER_P),
      .value(w_COUNTER_V)
  );
  MultipleRSR #(
      .RST_VALUE({1'b1, 510'b0, 1'b1}),
      .IN_WIDTH(32),
      .SIZE(512)
  ) u_output_reg (
      .clk     (clk),
      .rst     (rst),
      .in_data (wire_rd_byte),
      .in_LOAD (reg_COUNTER_P),
      .out_data(out_data)
  );
  MEM #(
      .HEX_FILE(HEX_FILE)
  ) u_MEM (
      .clk     (clk),
      .wr      (reg_inter_write),
      .wr_addr (wr_addr),
      .in_data (in_data),
      .rd      (reg_inter_read),
      .rd_addr (reg_inter_read_addr),
      .out_data(wire_rd_byte)
  );
endmodule
module image_select (
    input clk,
    input rst,
    input [5:0] in_ADDR,
    input in_rd,
    input in_VRAM_AVAILABLE,
    output wire [511:0] out_data,
    output wire out_VRAM_SIGNAL
);
  wire [22:0] w_TIMER_VALUE;
  assign out_VRAM_SIGNAL = VRAM0_SIGNAL | VRAM1_SIGNAL;
  wire VRAM0_SIGNAL;
  wire VRAM1_SIGNAL;
  reg  reg_frame;
  reg  reg_TIMER_PLUS;
  parameter WAITING = 0;
  parameter SWITCHING = 1;
  reg state;
  reg reg_RST;
  always @(posedge clk) begin
    if (rst) begin
      reg_RST = 1;
      reg_frame = 1;
      reg_TIMER_PLUS = 0;
      state = WAITING;
    end else
      case (state)
        WAITING: begin
          if (w_TIMER_VALUE[22]) begin
            if (in_VRAM_AVAILABLE) begin
              reg_RST = 1;
              reg_TIMER_PLUS = 0;
              reg_frame = ~reg_frame;
              state = SWITCHING;
            end else begin
              reg_RST = 0;
              reg_TIMER_PLUS = 0;
              reg_frame = reg_frame;
              state = WAITING;
            end
          end else begin
            reg_RST = 0;
            reg_TIMER_PLUS = 1;
            reg_frame = reg_frame;
            state = WAITING;
          end
        end
        SWITCHING: begin
          reg_RST = 0;
          reg_TIMER_PLUS = 1;
          reg_frame = reg_frame;
          state = WAITING;
        end
        default: begin
          reg_RST = 1;
          reg_frame = 0;
          reg_TIMER_PLUS = 0;
          state = WAITING;
        end
      endcase
  end
  multiplexor2x1 #(
      .IN_WIDTH(512)
  ) u_multiplexor2x1 (
      .IN1    (w_data_FRAME1),
      .IN0    (w_data_FRAME0),
      .SELECT (reg_frame),
      .MUX_OUT(out_data)
  );
  wire [511:0] w_data_FRAME0;
  VRAM #(
      .HEX_FILE("./test_benches/octopuss/octopuss0.hex")
  ) u_FRAME0 (
      .clk        (clk),
      .rst        (reg_RST),
      .wr         (1'b0),
      .wr_addr    (12'b0),
      .in_data    (8'b0),
      .rd         (in_rd & ~reg_frame),
      .rd_addr    (in_ADDR),
      .out_data   (w_data_FRAME0),
      .out_charged(VRAM0_SIGNAL)
  );
  wire [511:0] w_data_FRAME1;
  VRAM #(
      .HEX_FILE("./test_benches/octopuss/octopuss1.hex")
  ) u_FRAME1 (
      .clk        (clk),
      .rst        (reg_RST),
      .wr         (1'b0),
      .wr_addr    (12'b0),
      .in_data    (8'b0),
      .rd         (in_rd & reg_frame),
      .rd_addr    (in_ADDR),
      .out_data   (w_data_FRAME1),
      .out_charged(VRAM1_SIGNAL)
  );
  acumulador #(
      .WIDTH(23)
  ) u_frame_switch_counter (
      .clk  (clk),
      .rst  (reg_RST),
      .plus (reg_TIMER_PLUS),
      .value(w_TIMER_VALUE)     
  );
endmodule
module MultipleRSR #(
    parameter RST_VALUE = {1'b1, 510'b0, 1'b1},
    parameter IN_WIDTH = 8,
    parameter SIZE = 512
) (
    input clk,
    input rst,
    input [IN_WIDTH-1:0] in_data,
    input in_LOAD,
    output reg [SIZE-1:0] out_data
);
  always @(negedge clk) begin
    if (rst) out_data = RST_VALUE;
    else if (in_LOAD) out_data = {in_data,out_data[SIZE-1:IN_WIDTH]};
  end
endmodule
module acumulador #(
    parameter WIDTH = 2,
    parameter RST_VALUE = 0,
    parameter PLUS_VALUE = 1,
    parameter POS_EDGE = 0
) (
    input clk,
    input rst,
    input plus,
    output [WIDTH-1:0] value
);
  reg [WIDTH-1:0] N;
  assign value = N;
  generate
    if (POS_EDGE) begin : gen_POS
      always @(posedge clk) begin
        if (rst) N = RST_VALUE;
        else if (plus) N = N + PLUS_VALUE;
        else N = N;
      end
    end else begin : gen_NEG
      always @(negedge clk) begin
        if (rst) N = RST_VALUE;
        else if (plus) N = N + PLUS_VALUE;
        else N = N;
      end
    end
  endgenerate
endmodule
```

==> out/metrics.yaml <==
timing:
  finalSetupViolations: 26
  clock_skew_ns: 0.0680
  layout_setup_ws_ns: -0.292
  rsz0062_at_grt: "yes"
  worst_hold_slack_ns: 0.437
  hold_violations: 0
  maxSlewViolCount: 0
grt:
  grt_usage_pct: 5.08
  grt_pass1_wl_um: 21100
  grt_max_degree: 59
  overflow: 0
  grt_pass1_vias: 4557
  antenna_found_initial: 0
synthesis:
  aoi_share_pct: 2.24
  synthFlopType: "dfxtp_1"
  synth.area.mux_share_pct: 7.65
  seq_area_frac_synth_pct: 23.2
  syn_avg_cell_area_um2: 8.41
  fa_ha_area_share_pct: 0.538
  ys_cells: 830
  ys_types: 39
  ys_area_um2: 6980
  yosys_warnings: 0
  synth_cells: 830
  edf_count: 0
  logic_family: "buffers and inverters"
  ys_sh_simple_pct: 8.98
  async_flop_share_pct: 0
  xor_area_share_pct: 2.51
  yosys_register_bits: 81
  netlist_area_um2: 6980
detailed_routing:
  num_vias: 3969
  drc: 0
  drtIter0Drc: 199
  wl_um: 13800
  n_antenna_cell: 0
  antenna_left: 0
  via_per_inst: 2.68
  firstDrtPassIters: 4
  post_drt_wl_per_cell_um: 9.33
power_and_ir_drop:
  ir_drop_mv: 0.365
  p_leak_nw: 3.71
  power.total_w: 0.00309
  pwr_density_cell_nw_per_um2: 442
cts:
  cts_tree: "built"
  numClockSinks: 81
  cts_root_buf: "clkbuf_16"
  clock_latency_ns: 0.40
  cts_hold_buffers: 0
  htreeDepth: 3
  numCtsBuffers: 9
  cts_max_path_buffers: 2
  clk_pin_slew_ns: 0.03
floorplan:
  die_width_um: 217
  core_um2: 38600
  die_area_um2: 47100
  initial_utilization_pct: 18.1
  rows: 72
  io_pins: 523
  die_y_um: 217
worst_setup_path:
  crit_fanout: 2
  endpoint_kind: "output pin"
  cpPeakStageDelay_ns: 0.30
  critical_path_required_ns: 2.08
  critical_path_class: "reg -> out"
  start_kind: "flip-flop"
  path_buffers: 1
  arrival_ns: 2.37
  critical_path.cell_chain: "mux2_4 > buf_2"
  crit_path_top_delay_cell: "dfxtp_1"
  cp_top_family: "flip-flops"
placed_design:
  globalplace.congestion: 0.740
  portBuffers: 20
  placedCellCount: 1391
  dp_hpwl_um: 11200
  preCtsSetupSlack_ns: -0.224
final_layout:
  final_cells: 1479
  layout.area.comb_um2: 3540
  area_growth_pct: 0.0895
  nFillCells: 4254
  drive_above_1_share_pct: 14.7
  regArea_um2: 1650
  finish.utilization_pct: 18.1
outcome:
  status: "finished, violations left"
  violations: "negative setup slack"
hold_path:
  hold_path.class: "reg -> reg"
job:
  warning_count: 99
  cap_viol_max_count: 0
[cell families after synthesis]
logic type	Yosys count
buffers and inverters	521
and+or+nand+nor	127
DFF	81
muxes	51
AOI/OAI and AO/OA	25
xor gates and xnor gates	20
adders and majority gates	3
other	2
[stage by stage]
step           instance area [um^2]  setup TNS (ns)
3_3_place_gp                   6270           -4.18
4_1_cts                        6890           -5.54
3_5_place_dp                   6270           -4.10
2_1_floorplan                  8880           -1.02
5_1_grt                        6990           -6.67
6_report                       6990           -5.21
[Yosys cell counts (3+ instances only)]
cell type  count  area (um^2)
buf_4        497         3730
dfxtp_1       81         1620
nor2_1        63          236
mux2i_1       32          320
nand2_1       15         56.3
xor2_1        12          105
nand4_1       11         68.8
a21oi_1       10         50.1
mux2_1        10          113
mux2_2         9          101
inv_1          8         30.0
nand3_1        8         40.0
o31ai_1        8         60.1
xnor2_1        8         70.1
clkbuf_1       7         26.3
buf_1          6         22.5
or4_1          6         45.0
nor3b_1        5         37.5
nor2b_1        4         25.0
ha_1           3         37.5
[worst register-to-register path, stage by stage (launching register included)]
cell and delay [ns]:
dfxtp_2 0.34, and4_4 0.26, nand3_4 0.13, buf_6 0.16
or4_1 0.41, a21oi_1 0.13
[layout by cell type (no fill, tap or decap), types with 7 or more instances in the layout]
master | synthesis | routed
conb_1 | 2 | 496
mux2_4 | 0 | 15
buf_6 | 0 | 7
buf_4 | 497 | 41
xor2_1 | 12 | 12
clkbuf_16 | 0 | 9
inv_1 | 8 | 72
mux2i_1 | 32 | 32
nand4_1 | 11 | 11
dfxtp_2 | 0 | 20
nand2_1 | 15 | 15
nor2_1 | 63 | 63
dfxtp_1 | 81 | 61
buf_2 | 2 | 13
[routing by layer]
| layer | share of wire, % | track usage [%] |
|---|---|---|
| met1 | 38 | 5.12 |
| met2 | 50 | 8.92 |
| met3 | 12 | 2.90 |
| met4 | 0.47 | 1.12 |
| met5 | 0 | 0 |
[power by group]
| group | leakage [nW] | internal (W) | switching [W] |
|---|---|---|---|
| Clock | 0.496 | 0.000895 | 0.000785 |
| Sequential | 0.663 | 0.00126 | 0.0000191 |
| Combinational | 2.55 | 0.0000324 | 0.0000919 |
[registers in the layout, summed over array words and instances, names as in the netlist]
| name | count |
|---|---|
| u_FRAME1.reg_ACC_RST | 1 |
| u_FRAME1.state | 3 |
| u_FRAME0.u_acumulador.value | 5 |
| u_FRAME0.u_output_reg.out_data | 16 |
| u_FRAME0.reg_ACC_RST | 1 |
| u_FRAME1.reg_COUNTER_P | 1 |
| u_FRAME0.state | 3 |
| u_FRAME0.reg_COUNTER_P | 1 |
| u_FRAME1.u_output_reg.out_data | 16 |
| u_FRAME1.out_charged | 1 |
| state | 1 |
| u_FRAME0.out_charged | 1 |
| reg_frame | 1 |
| reg_TIMER_PLUS | 1 |
| reg_RST | 1 |
| u_FRAME1.u_acumulador.value | 5 |
| u_frame_switch_counter.value | 23 |
[area by class of cell]
cell class              instances  area share, %
flip-flops and latches         81           23.6
multi-input cells             722           50.7
repair buffers                 69           8.18
inverters                       8          0.430
well taps                     518           9.27
clock inverters                72           4.65
clock buffers                   9           3.22
[what timing repair did]
item                                    4_1_cts  5_1_grt
pin swaps                                     2        3
buffers inserted                              7        1
endpoints found under the setup margin       28       30
resized                                      78       24
[path summary, 6_finish.rpt]
path | startpoint | to | slack, ns | cells after the start
worst min-delay path | u_FRAME1.u_output_reg.out_data[0] | u_FRAME1.u_output_reg.out_data[0] | 0.44 | 1
worst max-delay path | u_FRAME0.u_output_reg.out_data[383] | out_data[383] | -0.29 | 2
worst max register to register | reg_TIMER_PLUS | u_frame_switch_counter.value[17] | -0.13 | 5
worst min register to register | u_FRAME1.u_output_reg.out_data[0] | u_FRAME1.u_output_reg.out_data[0] | 0.44 | 1
No activity file was given, so power comes from the tool's default toggle rates.
